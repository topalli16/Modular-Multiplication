## flow/run.sh

```bash
#!/bin/bash
# OpenROAD 26Q1-2900-gdf79404cd8, Yosys 0.63+post, stock flow scripts
make -C /OpenROAD-flow-scripts/flow DESIGN_CONFIG=/design/flow/config.mk WORK_HOME=/design/flow/orfs finish
```

## flow/config.mk

```make
export PLATFORM = sky130hd
export DESIGN_NAME = MICC
export DESIGN_NICKNAME = MICC
export VERILOG_FILES = /design/flow/design.v
export SDC_FILE = /design/flow/constraint.sdc
export NUM_CORES = 4
export LEC_CHECK = 1
export CORE_UTILIZATION = 30
```

## flow/design.v

```verilog
`timescale 1ns/1ps
module Controller (Control_Signal, Done, Start, Status_Signal, clk, rst);
output [14:0] Control_Signal;
output reg Done;
input Start, clk, rst;
input [2:0] Status_Signal;
parameter S0 = 4'b0000, S1 = 4'b0001, S2 = 4'b0010, S2_d = 4'b1000,                                                                
          S3 = 4'b0011, S3_d = 4'b1001, S4 = 4'b0100, S5 = 4'b0101, 
          S5_d = 4'b1010, S6 = 4'b0110, S6_d = 4'b1011, S7 = 4'b0111; 
(* dont_touch="true" *) reg [3:0] present_state, next_state; 
reg LoadA, LoadN, LoadCoun, LoadB, ShiftB, LoadC, ShiftC, S_Coun, S_Comp1, S_Comp2, S_AS1, S_C, AS;
reg [1:0] S_AS2;
assign Control_Signal = {LoadA, LoadN, LoadCoun, LoadB, ShiftB, LoadC, ShiftC, S_Coun, S_Comp1, S_Comp2, S_AS1, S_AS2, S_C, AS};
always @(posedge clk) 
begin
present_state = next_state;
if(rst == 1) 
    begin
    next_state = S1;
    end
if(rst == 0) begin
case(present_state)  
    S0:
    begin
     next_state = S1;
    end
    S1:  
    begin    
    if(Start) begin
        Done = 0;
        S_Coun = 0; 
        S_Comp1 = 0; 
        S_Comp2 = 0; 
        S_C = 0; 
        AS = 0; 
        LoadA = 1; 
        LoadN = 1; 
        LoadCoun = 1; 
        LoadB = 1; 
        ShiftB = 0; 
        LoadC = 1; 
        ShiftC = 0;
        S_AS1 = 0;
        S_AS2 = 0;
        next_state = S2;
    end
    else begin
        LoadA = 0; 
        LoadN = 0; 
        LoadCoun = 0; 
        LoadB = 0; 
        ShiftB = 0; 
        LoadC = 1; 
        ShiftC = 0;
        S_AS1 = 0;
        S_AS2 = 0;
        next_state = S1;
    end
    end
    S2:  
    begin 
        LoadA = 0; 
        LoadN = 0; 
        LoadCoun = 0; 
        LoadB = 0; 
        ShiftB = 0; 
        LoadC = 0; 
        ShiftC = 0;
        S_AS1 = 0;
        S_AS2 = 0;
        S_Coun = 1; 
        S_Comp1 = 0; 
        S_Comp2 = 0;
        S_C = 0; 
        AS = 1;  
        next_state = S2_d;
    end
    S2_d:  
    if(Status_Signal[2] == 0)begin
        LoadA = 0; 
        LoadN = 0; 
        LoadCoun = 1; 
        LoadB = 0; 
        ShiftB = 0; 
        LoadC = 0; 
        ShiftC = 1;
        S_AS1 = 0;
        S_AS2 = 0;
        next_state = S3;
    end
    else if(Status_Signal[2] == 1) begin
        Done = 1;
        LoadA = 0; 
        LoadN = 0; 
        LoadCoun = 1; 
        LoadB = 0; 
        ShiftB = 0; 
        LoadC = 0; 
        ShiftC = 0;
        S_AS1 = 0;
        S_AS2 = 0;
        next_state = S1;
    end
    S3: 
    begin 
        LoadA = 0; 
        LoadN = 0; 
        LoadCoun = 0; 
        LoadB = 0; 
        ShiftB = 0; 
        LoadC = 0; 
        ShiftC = 0;
        S_AS1 = 0;
        S_AS2 = 0;
        S_Coun = 0; 
        S_Comp1 = 1; 
        S_Comp2 = 1; 
        S_C = 1; 
        AS = 1;  
        next_state = S3_d;
        end
    S3_d: 
    if(Status_Signal[2:1] == 0)begin
        LoadA = 0; 
        LoadN = 0; 
        LoadCoun = 0; 
        LoadB = 0; 
        ShiftB = 0; 
        LoadC = 0; 
        ShiftC = 0;
        S_AS1 = 0;
        S_AS2 = 0;
        next_state = S5;
    end
    else if(Status_Signal[2:1] == 1 || Status_Signal[2:1] == 2) begin
        LoadA = 0; 
        LoadN = 0; 
        LoadCoun = 0; 
        LoadB = 0; 
        ShiftB = 0; 
        LoadC = 1; 
        ShiftC = 0;
        S_AS1 = 1;
        S_AS2 = 1;
        next_state = S4;
    end
    S4: begin 
        LoadA = 0; 
        LoadN = 0; 
        LoadCoun = 0; 
        LoadB = 0; 
        ShiftB = 0; 
        LoadC = 0; 
        ShiftC = 0;
        S_AS1 = 0;
        S_AS2 = 0;        
        S_Coun = 0; 
        S_Comp1 = 0; 
        S_Comp2 = 0;
        S_C = 1; 
        AS = 0;
        next_state = S5;
        end
    S5: 
    begin 
        LoadA = 0; 
        LoadN = 0; 
        LoadCoun = 0; 
        LoadB = 0; 
        ShiftB = 0; 
        LoadC = 0; 
        ShiftC = 0;
        S_AS1 = 0;
        S_AS2 = 0;
        S_Coun = 0; 
        S_Comp1 = 1; 
        S_Comp2 = 1;
        S_C = 1; 
        AS = 0; 
        next_state = S5_d;
    end    
    S5_d: 
    if(Status_Signal[0] == 0)begin
        LoadA = 0; 
        LoadN = 0; 
        LoadCoun = 0; 
        LoadB = 0; 
        ShiftB = 1; 
        LoadC = 0; 
        ShiftC = 0;
        S_AS1 = 0;
        S_AS2 = 0;
        next_state = S2;
    end
    else if(Status_Signal[0] == 1) begin
        LoadA = 0; 
        LoadN = 0; 
        LoadCoun = 0; 
        LoadB = 0; 
        ShiftB = 1; 
        LoadC = 1; 
        ShiftC = 0;
        S_AS1 = 1;
        S_AS2 = 2;
        next_state = S6;
    end
    S6: 
    begin 
        LoadA = 0; 
        LoadN = 0; 
        LoadCoun = 0; 
        LoadB = 0; 
        ShiftB = 0; 
        LoadC = 0; 
        ShiftC = 0;
        S_AS1 = 0;
        S_AS2 = 0;
        S_Coun = 0; 
        S_Comp1 = 1; 
        S_Comp2 = 1;
        S_C = 1; 
        AS = 1;   
        next_state = S6_d;
    end
    S6_d: 
    if(Status_Signal[2:1] == 0)begin
        LoadA = 0; 
        LoadN = 0; 
        LoadCoun = 0; 
        LoadB = 0; 
        ShiftB = 0; 
        LoadC = 0; 
        ShiftC = 0;
        S_AS1 = 0;
        S_AS2 = 0;
        next_state = S2;
    end
    else if(Status_Signal[2:1] == 1 || Status_Signal[2:1] == 2) begin
        LoadA = 0; 
        LoadN = 0; 
        LoadCoun = 0; 
        LoadB = 0; 
        ShiftB = 0; 
        LoadC = 1; 
        ShiftC = 0;
        S_AS1 = 1;
        S_AS2 = 3;
        next_state = S7;
    end
    S7: begin 
        LoadA = 0; 
        LoadN = 0; 
        LoadCoun = 0; 
        LoadB = 0; 
        ShiftB = 0; 
        LoadC = 0; 
        ShiftC = 0;
        S_AS1 = 0;
        S_AS2 = 0;
        S_Coun = 0; 
        S_Comp1 = 0; 
        S_Comp2 = 0;
        S_C = 0; 
        AS = 0; 
        next_state = S2;
        end
    default: begin  
        Done = 0;
        S_Coun = 0; 
        S_Comp1 = 0; 
        S_Comp2 = 0; 
        S_C = 0; 
        AS = 0; 
        LoadA = 0; 
        LoadN = 0; 
        LoadCoun = 0; 
        LoadB = 0; 
        ShiftB = 0; 
        LoadC = 0; 
        ShiftC = 0;
        S_AS1 = 0;
        S_AS2 = 0;
        next_state = S1; 
    end      
    endcase
end
end
endmodule
module Data_Path (C, Status_Signal, A, B, Control_Signal, N, clk, rst);
input [7:0] A, B, N;
input clk, rst;
input [14:0] Control_Signal;
output [7:0] C;
output reg [2:0] Status_Signal;
parameter k = 8;  
wire LoadA, LoadN, LoadCoun, LoadB, ShiftB, LoadC, ShiftC, S_Coun, S_Comp1, S_Comp2, S_AS1,  S_C, AS;
wire [1:0] S_AS2;
(* dont_touch="true" *) reg [k-1:0] REGA, REGN, Counter, REGB, REGC, ResultAS, C_Input, CounterInput, Operand1C, Operand2C, Operand1AS, Operand2AS;
assign {LoadA, LoadN, LoadCoun, LoadB, ShiftB, LoadC, ShiftC, S_Coun, S_Comp1, S_Comp2, S_AS1, S_AS2, S_C, AS} = Control_Signal;
assign C = REGC;
always @(REGB[k-1]) Status_Signal[0] = REGB[k-1];
always @(posedge clk)
begin
    if(rst) REGA <= 0;
    else if(LoadA) REGA <= A;     
end
always @(posedge clk)
begin
    if(rst) REGN <= 0;
    else if(LoadN) REGN <= N; 
end
always @(posedge clk)
begin
    if(rst) Counter <= 0;
    else if(LoadCoun) Counter <= CounterInput;
end
always @(posedge clk)
begin
    if(rst) REGB <= 0;
    else if(LoadB) REGB <= B;
    if(ShiftB) REGB <= REGB << 1;
end
always @(posedge clk)
begin
    if(rst) REGC <= 0;
    else if(LoadC) REGC <= C_Input;
    if(ShiftC) REGC <= REGC << 1;
end
always @(ResultAS, S_Coun)
begin
    if(S_Coun) CounterInput = ResultAS;
    else if (!S_Coun) CounterInput = k;
end
always @(Counter, REGC, S_Comp1)
begin
    if(S_Comp1) Operand1C = REGC;
    else if(!S_Comp1) Operand1C = Counter;
end
always @(REGN, S_Comp2)
begin
    if(S_Comp2) Operand2C = REGN;
    else if(!S_Comp2) Operand2C = 0;    
end
always @(Counter, REGC, S_AS1)
begin
    if(S_AS1) Operand1AS = REGC;
    else if(!S_AS1) Operand1AS = Counter; 
end
always @(ResultAS, S_C)
begin
    if(S_C) C_Input = ResultAS;
    else if(!S_C) C_Input = 0;
end
always @(REGN, REGA, REGN, S_AS2)
begin
    if(S_AS2 == 0) Operand2AS = 1;
    else if(S_AS2 == 1) Operand2AS = REGN;
    else if(S_AS2 == 2) Operand2AS = REGA;
    else if(S_AS2 == 3) Operand2AS = REGN;
end
always @(Operand1AS, Operand2AS, AS)
begin
   if(AS == 1)    ResultAS = Operand1AS - Operand2AS;
   else if(AS == 0) ResultAS = Operand1AS + Operand2AS;
end
always @(Operand1C, Operand2C, rst)
begin
   if (rst == 1) {Status_Signal[2], Status_Signal[1]} = 0;
   else if(Operand1C == Operand2C) {Status_Signal[2], Status_Signal[1]} = 2;
   else if(Operand1C > Operand2C)  {Status_Signal[2], Status_Signal[1]} = 1;
   else {Status_Signal[2], Status_Signal[1]} = 0;
end
endmodule
`timescale 1ns/1ps
module MICC(C, Done, A, B, N, Start, clk, rst);
parameter k = 8;
output [k-1:0] C;
output Done; 
input [k-1:0] A, B, N; 
input Start, clk, rst;
wire [14:0] Control_Signal;
wire [2:0] Status_Signal;
Controller C1(Control_Signal, Done, Start, Status_Signal, clk, rst);
Data_Path D1(C, Status_Signal, A, B, Control_Signal, N, clk, rst);
endmodule
```

## flow/constraint.sdc

```tcl
current_design MICC

set clk_period 7.5
set clk_io_pct 0.2

create_clock -name clk0 -period $clk_period [get_ports {clk}]

set non_clock_inputs [all_inputs -no_clocks]
set_input_delay [expr $clk_period * $clk_io_pct] -clock clk0 $non_clock_inputs
set_output_delay [expr $clk_period * $clk_io_pct] -clock clk0 [all_outputs]
```

==> impl_metrics.toml <==
# physical design summary
[yosys]
edf_count = 25
top_cells_by_count = "nand2_1 (55), dfxtp_1 (41), nor2_1 (36)"
synth_cell_types = 50
synth.cell_area_sq_um = 3590
synthMostInstantiatedCell = "nand2_1"
syn_area_per_cell_sq_um = 9.40
ff_type = "dfxtp_1"
netlist_instances = 382
ys_async_sr_fraction_pct = 0
yosysTopAreaCell = "dfxtp_1"
yosys_cells = 382
yosys.area.top_type_share_pct = 22.9
top_cells_by_area = "dfxtp_1 (23%), edfxtp_1 (21%), ha_1 (6.3%)"
ys_warn_count = 2
ys.flops = 74
ys_chip_area_sq_um = 3590

[run]
drv_cap = 0
warnings = 26

[clock_tree]
ctsResizeCount = 0
cts-root-buf = "clkbuf_16"
cts_tree = "done"
cts.htree.levels = 3
ctsHoldBuffers = 0
clk_pin_slew_ns = 0.06
post_cts_buffers = 0
insertion_delay_ns = 0.33
clockBufferDepth = 2
numCtsBuffers = 9

[place]
place.gp.congestion = 0.905
dp_hpwl_um = 5700
port_buffers = 35
dp_slack_ns = 3.64

[routing]
routed_via_density = 4.95
drc = 0
n_antenna_cell = 0
antenna_left = 0
drt_iter0_drc = 116
drt-total-wl_um = 7690
dr.pass1.iters = 22
wire_per_inst_um = 13.7
vias = 2777

[setup_path]
endpoint_kind = "flop"
reg2reg_from = "C1.S_Comp1"
cp.required_ns = 7.47
cp_max_fo = 45
crit_chain = "clkdlybuf4s50_1, buf_4, nor3_1, inv_1, ha_1, nor3_1, nor2_1"
cp.arrival_ns = 3.50
crit_type = "primary input to flop"
cp-endpoint = "C1.LoadC"
worstRegToRegCells = 10
r2r_end = "C1.LoadC"
crit_slowest_cell = "clkdlybuf4s50_1"
cpMostUsedCell = "nor3_1"
critPathLaunchType = "primary input"
max_stage_delay_ns = 0.46
crit_start = "rst"
rrSetupSlack_ns = 4.06

[timing]
hold_violations = 0
finalSetupViolations = 0
slew_headroom_pct = 39.3
fin_setup_tns_ns = 0
worstMarginPinSlew_ns = 0.902
fmax_ghz = 0.283
clock_skew_ns = 0.00915
finalClockPeriodUsage_pct = 47.2
untimed_endpoints = 8
period_needed_ns = 3.54
unclocked_regs = 8
rsz0062_at_grt = "no"
setup_ws_ns = 3.96
report.final.slew_viol_count = 0

[finish]
comb_area_sq_um = 1760
syn2layout_area_growth_pct = 21.8
seqCellArea_sq_um = 1690
drive_above_1_share_pct = 7.89
fillCellCount = 1137

[pwr]
p_leak_nw = 1.70
powerDensity_nw_per_um2 = 239
peakVddDrop_mv = 0.0903

[floorplan]
die_area_sq_um = 12400
fp_util_pct = 31.2
core-area_sq_um = 11500
die_width_um = 111
io_pins = 36
die_h_um = 111
rows = 39

[grt]
antenna_found_initial = 0
grt_overflow = 0
grt_pass1_vias = 2679
track_usage_pct = 13.3
grt_max_degree = 46
grt_pass1_wl_um = 13100

[status]
status = "finished clean"

[hold_path]
hp-start = "C1.next_state[7]"
worstHoldPathType = "flop to flop"
-- state kept, by name, summed over array words and instances (netlist names) --
| register | flops |
|---|---|
| C1.S_AS2 | 4 |
| C1.Done | 1 |
| C1.LoadCoun | 1 |
| C1.LoadA | 1 |
| D1.REGB | 8 |
| C1.S_Comp1 | 1 |
| C1.LoadC | 1 |
| C1.next_state | 11 |
| D1.REGC | 8 |
| C1.ShiftB | 1 |
| C1.S_C | 1 |
| C1.ShiftC | 1 |
| D1.Operand2AS | 8 |
| C1.S_AS1 | 1 |
| D1.Counter | 8 |
| C1.AS | 1 |
| C1.S_Coun | 1 |
| D1.REGN | 8 |
| D1.REGA | 8 |
-- worst min path at each step --
stage / slack [ns] / cells past startpoint / endpoint
after CTS: 0.46 / 1 / C1.next_state[3]
after global routing: 0.47 / 1 / C1.next_state[3]
final: 0.46 / 1 / C1.next_state[3]
-- critical path: cells and delay by family --
family	cells	cell delay [ns]
buffers and inverters	3	0.94
and+or+nand+nor	3	0.66
adders and majority gates	1	0.35
-- layer usage --
layer	wire (um)	global-route usage (%)	up-vias
met1	3720	20.8	1261
met4	136	1.98	0
li1	-	-	1409
met5	0	0	-
met2	3320	19.9	96
met3	510	3.05	11
-- power by group --
group	internal (mW)	total, mW	switching (mW)
Sequential	0.404	0.430	0.0264
Clock	0.263	0.429	0.166
Combinational	0.0912	0.185	0.0937
Total	0.759	1.04	0.286
-- final cells by class --
class                           count  share of cell area, %
Clock inverter                      7                   1.92
Tap cell                          143                   4.09
Clock buffer                        9                   5.15
Inverter                           18                   1.55
Timing Repair Buffer               37                   8.35
Multi-Input combinational cell    273                   40.3
Sequential cell                    74                   38.7
-- cell families after synthesis --
family,after synthesis,synth area share [%]
adders and majority gates,19,6.83
muxes,32,9.31
and+or+nand+nor,137,17.7
AOI/OAI and AO/OA,74,12.5
latches,8,3.35
DFF,66,43.8
buffers and inverters,35,3.83
xor gates and xnor gates,11,2.68
-- per-stage QoR --
step	power [mW]	instances	hold slack (ns)	utilization [%]	instance area [sq um]
global placement	0.618	545	0.452	35.3	4060
floorplan	0.559	382	0.429	-	3590
CTS	1.05	561	0.460	38.0	4370
global route	1.09	561	0.474	38.0	4370
finish	1.04	561	0.459	38.0	4370
detailed placement	0.620	545	0.456	35.3	4060
-- layout by cell type, fill, tap and decap left out, types with 3 or more instances in the layout --
cell type        instances
a22o_1                   3
dlxtn_1                  8
dfxtp_1                 41
clkdlybuf4s50_1         35
clkbuf_16                9
nand3_1                  5
o21a_1                   4
a21o_1                   3
nand2_1                 55
o21ai_0                 22
mux2_2                  11
edfxtp_1                25
a21oi_1                 24
a31oi_1                  4
nor3b_1                  3
nor3_1                   7
nor2_1                  36
nor2b_1                  5
nand4_1                  4
inv_6                    3
or2_2                    3
nand3b_1                 3
xnor2_1                  9
ha_1                    18
mux2i_1                 21
or3_1                    7
inv_1                   18
Power and IR drop assume default switching activity.
